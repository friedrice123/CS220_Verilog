### /design/flow/run.sh
#!/bin/bash
# OpenROAD 26Q1-2900-gdf79404cd8, Yosys 0.63+post, stock flow scripts
make -C /OpenROAD-flow-scripts/flow DESIGN_CONFIG=/design/flow/config.mk WORK_HOME=/design/flow/orfs finish
### /design/flow/design.v
module single_port_memory(
    input clk,               
    input rst,               
    input mode,              
    input we,                
    input [4:0] addr,        
    input [31:0] data_in,    
    output reg [31:0] data_out  
);
reg [31:0] mem [0:31];     
integer i;
always @(posedge clk, posedge rst) begin
    if (rst) begin         
        data_out <= 0;
        for (i = 0; i < 32; i = i + 1) begin
            mem[i] <= 0;
        end
    end
    else if (we && mode == 0) begin   
        mem[addr] <= data_in;
        data_out <= data_in;   
    end
    else if (we==0 && mode==1) begin              
        data_out <= mem[addr];   
    end
    else if (we && mode==1) begin
        mem[addr] <= data_in;              
        data_out <= mem[addr];   
    end
end
endmodule
### /design/flow/constraint.sdc
current_design single_port_memory

set clk_period 2.5
set clk_io_pct 0.2

create_clock -name clk0 -period $clk_period [get_ports {clk}]

set non_clock_inputs [all_inputs -no_clocks]
set_input_delay [expr $clk_period * $clk_io_pct] -clock clk0 $non_clock_inputs
set_output_delay [expr $clk_period * $clk_io_pct] -clock clk0 [all_outputs]
### /design/flow/config.mk
export PLATFORM = sky130hd
export DESIGN_NAME = single_port_memory
export DESIGN_NICKNAME = single_port_memory
export VERILOG_FILES = /design/flow/design.v
export SDC_FILE = /design/flow/constraint.sdc
export NUM_CORES = 4
export LEC_CHECK = 1
export CORE_UTILIZATION = 40
==> impl_metrics.toml <==
# generated from flow reports
[finish]
flop_area_mm2 = 0.0264
fin_cells = 5538
fillerInstances = 9772
drive_gt1_share_pct = 42.3
comb_area_mm2 = 0.0186
postLayoutCellArea_mm2 = 0.0571
synthToLayoutAreaGrowth_pct = 23.6

[worst_setup_path]
cp.arrival_ps = 3010
worstSetupPathType = "primary input to flop"
cp_cell_sequence = "clkdlybuf4s50_1 > buf_4 > buf_4 > nand2_1 > buf_4 > nor2_4 > buf_12 > buf_4 > a22oi_1 > nand4_1 > nor4_4 > buf_4 > o22ai_1"
cp-end-kind = "flop"
slowest_stage = "clkdlybuf4s50_1"
cp_max_fo = 7
cp_slowest_stage_delay_ps = 410
crit_top_cell = "buf_4"
start_kind = "primary input"
worstPathRequired_ps = 3070

[timing]
clock.fmax_mhz = 409
worst_pin_slew_ps = 944
finalClockPeriodUsage_pct = 97.7
finalHoldViolations = 0
slew_headroom_pct = 36.9
rsz0062_at_grt = "no"
final_max_slew_viol_count = 0
fin_tns_setup_ps = 0
fin_crit_ps = 2440
setup_viol = 0
fin_skew_ps = 16.2

[yosys]
yosysMostFrequentCell = "dfrtp_1"
yosysTopAreaCell = "dfrtp_1"
ff_type = "dfrtp_1"
ys_warn_count = 2
common_cells = "dfrtp_1, mux2_2, a22oi_1, nand2_1, buf_2"
synth.distinct_cells = 59
synth_area_mm2 = 0.0462
synth_area_per_cell_um2 = 12.9
yosys_area_mm2 = 0.0462
top_area_share_pct = 57.2
ys_cells = 3577
ys_seq_share_pct = 57.2
topCellsByArea = "dfrtp_1, mux2_2, a22oi_1"
synthArstFlopShare_pct = 100
synth_flops = 1056
synthesis.instances = 3577
edf_count = 0

[grt]
grt_pass1_wl_mm = 245
overflow = 0
grt_pass1_vias = 33536
grt_max_degree = 108
grtUsageTotal_pct = 30.7
antenna_found_initial = 3

[drt]
wl_per_cell_um = 30.6
drtIter0Drc = 2831
drt-vias-per-instance = 5.97
drc_errors = 0
finalWirelength_mm = 169
first_pass_iters = 23
ant_nets = 0
vias = 33045

[clock_network]
clkTransAtPathRegs_ps = 60
numCtsBuffers = 112
insertion_delay_ps = 710
ctsRootBufferMaster = "clkbuf_16"
hold_buffers = 0
htree_levels = 3
cts_buffer_depth = 3
clock-sinks = 1056
cts_tree = "yes"

[place]
port_buffers = 72
place_inst = 5318
hpwl_mm = 110
finalWeightedCongestion = 0.949
place_area_mm2 = 0.0530

[floorplan]
fp.dieW_um = 342
fp_util_pct = 40.4
io_pins = 73
die-area_mm2 = 0.117
dieHeight_um = 342
rows = 124
core_area_mm2 = 0.115

[power]
vdd_ir_drop_max_mv = 0.522
power_leakage_nw = 25.9
power_density_mw_per_mm2 = 789

[job]
warnings = 30
maxCapViolations = 0

[status]
outcome = "completed"

[hold_path]
hold_path.class = "primary input to flop"
## path summary, 6_finish.rpt
check	start	end	slack, ps	cells past startpoint
max	addr[4]	data_out[24]	60	13
min	we	data_out[14]	250	3
max reg2reg	mem[26][24]	data_out[24]	440	7
min reg2reg	mem[0][10]	mem[0][10]	480	2
max in group asynchronous	rst	mem[0][25]	1360	4
min in group asynchronous	rst	mem[13][28]	270	3
## report_power, final
group          switching, mW  total [mW]  internal (mW)
Clock                   7.09        17.5           10.4
Combinational           2.40        5.52           3.12
Sequential              1.66        22.0           20.3
## metal layers
layer | part of all wire, % | GRT usage [%] | up-vias
met5 | 0.11 | 1.06 | -
met2 | 44 | 44.1 | 1440
met4 | 4.1 | 10.3 | 6
met1 | 41 | 44.1 | 17301
met3 | 10 | 11.7 | 346
li1 | - | - | 13952
## registers in the layout, indices dropped and copies added, names as in the netlist
| register | count |
|---|---|
| mem | 1024 |
| data_out | 32 |
## cell type report
class	count	share of cell area (%)
diodes	2	0.00876
repair buffers	564	11.0
multi-input cells	2188	32.6
well taps	1512	3.31
inverters	7	0.0526
clock buffers	165	5.83
flip-flops and latches	1056	46.3
clock inverters	44	0.997
## through the flow
stage	hold WS, ps	power [mW]	setup WS, ps	utilization, %
after CTS	254	45.2	7.22	49.8
after detailed placement	472	27.7	-1280	46.3
final	250	45.0	56.5	49.9
after global placement	462	27.5	-1370	46.3
after global routing	291	46.8	22.3	49.9
after floorplan	444	25.7	-12560	-
## critical path, delay by kind of cell
kind	cells	cell delay, ps
buffers and inverters	7	1520
and+or+nand+nor	4	770
AOI/OAI and AO/OA	2	220
## layout by cell type (no fill, tap or decap), types with 18 or more instances in the layout
| cell | instances |
|---|---|
| nand4_1 | 66 |
| clkbuf_16 | 116 |
| mux2_2 | 941 |
| a22o_1 | 18 |
| o21ai_0 | 131 |
| clkdlybuf4s50_1 | 66 |
| dfrtp_1 | 1056 |
| clkbuf_8 | 24 |
| clkinv_2 | 21 |
| a21oi_1 | 48 |
| nand3_1 | 25 |
| nand2_2 | 23 |
| clkbuf_1 | 25 |
| buf_12 | 149 |
| a22oi_1 | 390 |
| nor2_1 | 61 |
| buf_4 | 345 |
| nand2_1 | 202 |
| nor3_1 | 30 |
| nor2_4 | 39 |
| and3_1 | 31 |
## what timing repair did
| item | in CTS | in global routing |
|---|---|---|
| pin swaps | 2 | 1 |
| buffers inserted | 4 | 5 |
| gates resized | 5 | 9 |
| setup endpoints to repair | 31 | 6 |
## cells by family (layout without fill, tap and decap cells)
kind of cell | after synthesis | in the layout | share of synthesized area [%]
AND/OR/NAND/NOR | 557 | 557 | 6.01
AND-OR/OR-AND | 662 | 662 | 9.94
other | 0 | 2 | 0
buffers and inverters | 333 | 780 | 3.27
flip-flops | 1056 | 1056 | 57.2
multiplexers | 969 | 969 | 23.6
Power is estimated from default activity; no workload was simulated.
