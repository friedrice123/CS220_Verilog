==> flow/design.v <==
module full_sub_32 (x,y,bin,bout,d);
    input [31:0] x,y;
    input bin;
    output [31:0] d;
    output bout;
    wire [31:0] carry;
    genvar i;
    generate
    for(i=0;i<32;i=i+1)
        begin
            if (i==0) full_subtractor f1(x[i],y[i],bin,carry[i],d[i]);
            else full_subtractor f1(x[i],y[i],carry[i-1],carry[i],d[i]);
        end    
    endgenerate
    assign bout = carry[31];
endmodule
module full_subtractor(x,y,bin,bout,d);
    input wire x,y,bin;
    output wire bout,d;
    wire b_temp,d_temp,a1,a2,a3,n1;
    xor s1 (d_temp,x,y);
    xor s2 (d,bin,d_temp);
    not c1 (n1,x);
    and c2 (a1,n1,bin);
    and c3 (a2,n1,y);
    and c4 (a3,y,bin);
    or c5 (b_temp,a1,a2);
    or c6 (bout,a3,b_temp);
endmodule
==> flow/run.sh <==
#!/bin/bash
# OpenROAD 26Q1-2900-gdf79404cd8, Yosys 0.63+post, stock flow scripts
make -C /OpenROAD-flow-scripts/flow DESIGN_CONFIG=/design/flow/config.mk WORK_HOME=/design/flow/orfs finish
==> flow/config.mk <==
export PLATFORM = sky130hd
export DESIGN_NAME = full_sub_32
export DESIGN_NICKNAME = full_sub_32
export VERILOG_FILES = /design/flow/design.v
export SDC_FILE = /design/flow/constraint.sdc
export NUM_CORES = 4
export LEC_CHECK = 1
export CORE_AREA = 10 10 111 111
export DIE_AREA = 0 0 121 121
==> flow/constraint.sdc <==
current_design full_sub_32

set clk_period 25.9
set clk_io_pct 0.2

create_clock -name clk0 -period $clk_period

set non_clock_inputs [all_inputs -no_clocks]
set_input_delay [expr $clk_period * $clk_io_pct] -clock clk0 $non_clock_inputs
set_output_delay [expr $clk_period * $clk_io_pct] -clock clk0 [all_outputs]
==> run_results.csv <==
group,metric,value,unit
worst_setup_path,crit_path_max_fanout,1,
floorplan,rows,36,
yosys,ys_seq_share,0,
timing,rsz0062_at_grt,"no",
pwr,swShare,0.300,
worst_setup_path,critPathRequiredTime,20.72,ns
drt,wl_met3,1.10,mm
final_layout,design.seq.count,0,
yosys,synth_cell_types,3,
final_layout,seq_area,0,sq um
drt,drt_iter0_markers,3,
placed_design,place_ws,2.15,ns
final_layout,synthToLayoutAreaGrowth,80.4,%
yosys,synthCells,130,
placed_design,placed_area,2040,sq um
drt,antenna_left,0,
drt,diodes,0,
timing,period_minus_slack,23.70,ns
pwr,intPower,32.0,uW
yosys,ys.warnings.count,0,
floorplan,core,9860,sq um
pwr,finalPower,45.7,uW
final_layout,finalInstanceArea,2040,sq um
placed_design,routabilityCongestion,0.808,
timing,hold_viol_final,0,
floorplan,chipArea,14600,sq um
global_routing,grtUsageTotal,0.0455,
final_layout,fin_util,0.206,
final_layout,fin_cells,329,
timing,setup_viol,0,
timing,slew_headroom,0.915,
pwr,seq_power_share,0,
worst_setup_path,crit_arrival,18.52,ns
global_routing,grt_pass1_wl,5.33,mm
drt,dr.pass1.iters,2,
floorplan,io_pins,98,
timing,post-route-period-util,0.915,
pwr,switching_power,13.7,uW
timing,max_freq,0.0422,GHz
final_layout,drive_above_1_share,0,
clock_network,ctsResizeCount,0,
drt,routed_wl,3.45,mm
global_routing,overflow,0,
drt,via_per_inst,2.81,
placed_design,dp_cells,329,
worst_setup_path,critPathCaptureType,"output port",
pwr,cellLeakagePower,0.969,nW
pwr,p_per_area,22.5,nW/um^2
timing,setup_tns,0,ns
run,cap_violations,0,
timing,tightest_slew,0.127,ns
drt,topRoutingLayerUsed,"met3",
final_layout,clkbuf_count,0,
final_layout,logic_area,641,sq um
worst_setup_path,crit_path_start_kind,"input pin",
clock_network,cts_hold_buf,0,
drt,wl_per_cell,10.5,microns
min_path,hp-class,"in -> out",
worst_setup_path,crit_top_cell,"fa_1",
global_routing,grt_max_degree,2,
yosys,syn_area,1130,sq um
drt,wl_met2,927,microns
worst_setup_path,worst_path_largest_cell_delay,0.48,ns
global_routing,antenna_found_initial,0,
yosys,syn_area_per_cell,8.68,sq um
drt,wl_met1,1.43,mm
pwr,p_comb_frac,1.000,
placed_design,dp_hpwl,3.39,mm
pwr,pwr-share-clk,0,
drt,drc,0,
worst_setup_path,critical_path_class,"in -> out",
yosys,ys_cells,130,
timing,drv_slew,0,
timing,hold_ws,11.40,ns
floorplan,die_w,121,microns
global_routing,grt_pass1_vias,1105,
yosys,ys_area,1130,sq um
run,warning_count,32,
final_layout,nFillCells,1065,
clock_network,cts_setup_buffers,0,
worst_setup_path,critPathSlowestCell,"clkdlybuf4s50_1",
pwr,vdd_drop_max,0.00960,mV
floorplan,die_h,121,microns
drt,vias,924,
timing,layout_setup_ws,2.20,ns
floorplan,fp-utilization,0.114,
run_status,status,"finished, final reports clean",
placed_design,portBuffers,98,
-- cells in the final DEF (no fill, tap or decap), drive strengths merged --
master,instances
clkdlybuf4s50,98
fa,32
inv,66
-- worst max-delay path: cells and delay by family --
kind / cells / cell delay, ns
adders and majority gates: 32 / 12.28
buffers and inverters: 4 / 1.04
-- power by group through the flow --
stage | clock [mW] | sequential [mW] | combinational [mW]
after CTS | 0 | 0 | 0.0473
final | 0 | 0 | 0.0457
after global routing | 0 | 0 | 0.0522
-- metal layers --
layer	up-vias	GRT usage
met5	-	0
met4	0	0
met3	0	0.0524
met2	100	0.0551
met1	400	0.0546
li1	424	-
-- worst paths after layout --
| kind | cells after the start | endpoint | slack, ns | startpoint |
|---|---|---|---|---|
| setup / recovery | 36 | d[31] | 2.20 | x[0] |
| hold / removal | 5 | d[3] | 11.40 | x[3] |
-- final cells by class --
class,instances,area share
Inverter,66,0.122
Multi-Input combinational cell,32,0.315
Tap cell,133,0.0817
Timing Repair Buffer,98,0.482
-- cell families (layout without fill, tap and decap cells) --
| logic type | count (synthesis) | after routing | synth area share |
|---|---|---|---|
| buf+inv | 98 | 164 | 0.432 |
| fa+ha+maj | 32 | 32 | 0.568 |
-- synth_stat cells --
library cell | instances | area (sq um)
buf_4 | 32 | 240
inv_1 | 66 | 248
fa_1 | 32 | 641
Power and IR drop assume default switching activity.
