===== run.sh =====
#!/bin/bash
# OpenROAD 26Q1-2900-gdf79404cd8, Yosys 0.63+post, stock flow scripts
make -C /OpenROAD-flow-scripts/flow DESIGN_CONFIG=/design/flow/config.mk WORK_HOME=/design/flow/orfs finish

===== config.mk =====
export PLATFORM = sky130hd
export DESIGN_NAME = stormbreaker
export DESIGN_NICKNAME = stormbreaker
export VERILOG_FILES = /design/flow/design.v
export SDC_FILE = /design/flow/constraint.sdc
export NUM_CORES = 4
export LEC_CHECK = 1
export CORE_AREA = 10 10 198 198
export DIE_AREA = 0 0 208 208

===== design.v =====
module stormbreaker(a,b,cin,sum,cout);
    parameter B=4;
    input [127:0] a,b;
    input cin;
    output [127:0] sum;
    output cout;
    wire [128/B:0]temp;
    wire [(128/B)-1:0] p,out;
    genvar i;
    assign temp[0]=cin;
    generate 
        for(i=0;i<128/B;i=i+1)
            begin: generate_stormbreaker
                ripple_carry_B_bit r1(a[(i+1)*B-1:i*B], b[(i+1)*B-1:i*B], temp[i], sum[(i+1)*B-1:i*B], out[i],p[i]);
                mux_2to1 m1(out[i],temp[i],p[i],temp[i+1]);
            end
    endgenerate
    assign cout=temp[128/B];
endmodule
module ripple_carry_B_bit(a, b, cin, sum, cout,p);
    parameter B=4;
    input [B-1:0] a,b;
    input cin;
    output [B-1:0] sum;
    output cout,p;
    wire [B-1:0] t;
    wire [B:0] c;
    assign t[0]=a[0]^b[0];
    genvar i;
    generate 
    for(i=1;i<B;i=i+1)
        begin: generate_p
            assign t[i]=(a[i]^b[i])&(t[i-1]);
        end
    endgenerate
    assign p=t[B-1];
    genvar k;
    assign c[0]=cin;
    generate 
    for(k=0;k<B;k=k+1)
        begin: generate_ripple_carry_B_bit
            full_adder fa (a[k],b[k],c[k],c[k+1],sum[k]);
        end
    endgenerate
    assign cout=c[B];
endmodule
module full_adder(x,y,cin,cout,s);
    input wire x,y,cin;
    output wire cout,s;
    wire c_temp,s_temp,and_temp;
    xor s1 (s_temp,x,y);
    xor s2 (s,cin,s_temp);
    and c1 (c_temp,s_temp,cin);
    and c2 (and_temp,x,y);
    or c3(cout,and_temp,c_temp);
endmodule
module half_adder(x,y,s,cout);
    input x,y;
    output s,cout;
    wire x1,x2;
    xor s1 (s,x,y);
    and s2 (cout,x,y);
endmodule
module mux_2to1(a,b,sel,out);
    input a,b;
    input sel;
    output out;
    assign out=(sel)?b:a;
endmodule

===== constraint.sdc =====
current_design stormbreaker

set clk_period 125.4
set clk_io_pct 0.2

create_clock -name clk0 -period $clk_period

set non_clock_inputs [all_inputs -no_clocks]
set_input_delay [expr $clk_period * $clk_io_pct] -clock clk0 $non_clock_inputs
set_output_delay [expr $clk_period * $clk_io_pct] -clock clk0 [all_outputs]

==> metrics.sh <==
FLOORPLAN.DIE_AREA_SQ_MM=0.04326
VDD_IR_DROP_MAX_uV=2.351
CORE.ROWCOUNT=68
POST_ROUTE_CELLS_DRIVE_ABOVE_1_SHARE=0.01236
PLACE_CONGESTION=0.9045
CTS.REPAIR.RESIZED=0
CP.REQUIRED_NS=100.32
POWER.DENSITY_CELL_AREA_mW_PER_MM2=4.797
PERIOD_NEEDED_NS=110.79
SYNTHESIS.INSTANCES=550
CRIT_BUF_INV=15
GR-TOTAL-OVERFLOW=0
HOLD_VIOLATIONS=0
TOTALNEGATIVESETUPSLACK_NS=0
NUMBER_OF_CLOCK_BUFFERS_IN_THE_LAYOUT=0
CRITICAL_PATH_CLASS='input pin to primary output'
FINALCLOCKPERIODUSAGE=0.8835
DETAIL_ROUTE.DRC_VIOLATIONS=0
HOLD-PATH-CELL-COUNT=5
TIMING.HOLD.WORST.START='b[127]'
ANTENNA_FOUND_INITIAL=2
NET-SWITCHING-POWER_mW=0.01613
WORST_EP_ARRIVAL_TIME_NS=85.71
INTERNAL-POWER_mW=0.02970
POWER.SWITCHING_FRACTION=0.3519
POWER.SEQUENTIAL.FRACTION=0
PLACE_WS_NS=14.04
LOG.WARNING_COUNT=160
DIE.SIZE.X_MICRONS=208
WORSTSETUPSTARTPOINT='a[0]'
WORST_PATH_DOMINANT_CELL_FAMILY='adder cells'
COMB_POWER_SHARE=1.000
YS_SEQ_SHARE=0
CRITICAL_PATH.ENDPOINT_TYPE='primary output'
SYNTH-CELLS-YOSYS=550
FINAL-SEQ-AREA_SQ_UM=0
CRITPATHMAXFANOUT=6
YOSYS-TOP-CELLS-AREA='sky130_fd_sc_hd__fa_1 42%, sky130_fd_sc_hd__ha_1 26%, sky130_fd_sc_hd__buf_4 16%, sky130_fd_sc_hd__nand4_1 2.8%, sky130_fd_sc_hd__inv_1 1.6%'
AREA.GROWTH.SYNTH_TO_FINAL_PCT=57.28
LARGEST_AREA_CELL='sky130_fd_sc_hd__fa_1'
CTS.HOLD.BUFFERS_ADDED=0
GR-USAGE-ALL-LAYERS=0.1061
NFILLCELLS=3613
FINALSETUPVIOLCOUNT=0
CORE_UTIL_FLOORPLAN=0.1750
DETAIL_ROUTE.WL_PER_CELL_MICRONS=18.33
DETAIL-ROUTE-ANTENNA-NETS=0
RSZ0062_AT_GRT='no'
YOSYS-STAT-AREA_SQ_MM=0.006075
DRT_WL_TOTAL_MICRONS=23170
SYN-CELL-AREA_SQ_MM=0.006075
GRT_START_MAX_NET_PINS=7
PLACE.PORT_BUFFERS=386
NUM_IO_PINS=386
CPMAXSTAGEDELAYCELL='sky130_fd_sc_hd__clkdlybuf4s50_1'
PLACEABLECOREAREA_SQ_MM=0.03471
CRITPATHMOSTFREQUENTCELL='sky130_fd_sc_hd__fa_1'
DIODES=0
P_LEAK_nW=3.862
TIMING.MAX_SLEW.REL_SLACK=0.6201
YOSYSWARNINGS=0
WORST_HOLD_PATH_TYPE='input pin to primary output'
INITIAL_DRT_PASS_ITERATIONS=4
POST_CTS_BUFFERS=0
GRT_FIRST_PASS_WIRELENGTH_MICRONS=34740
YOSYS.CELL_TYPES.COUNT=36
OUTCOME='complete, no violations'
FLOPS=0
FIRST_GLOBAL_VIAS=5339
ROUTE.VIAS.TOTAL=4599
CRIT_PATH_START_KIND='input pin'
TIMING.FINAL.WS_SETUP_NS=14.61
SYNTHESIS.AREA_PER_INSTANCE_SQ_UM=11.04
SYNTH_LARGEST_TYPE_AREA_FRACTION=0.4218
AVGVIACOUNTPERCELL=3.638
DRT_ITER0_DRC=124
DIE-HEIGHT_MICRONS=208
CRIT_CELLS=204
LOGIC_AREA_SQ_MM=0.005016
MAX_SLEW.WORST_PIN.SLEW_NS=0.5673
CLOCKPOWERSHARE=0
NUMBER_OF_MAXIMUM_CAPACITANCE_VIOLATIONS=0
HPWL_MICRONS=22430
TIMING.FINAL.MAX_SLEW_VIOLATIONS=0
CRITPATHMAXSTAGEDELAY_NS=0.49
FMAX_GHz=0.009026
==> layout make-up <==
type               instances  share of cell area
inverters                 26             0.01021
multi-input cells        396              0.5250
well taps                455             0.05959
repair buffers           387              0.4052
==> power by group through the flow <==
stage     Clock [mW]  Sequential, mW  Combinational (mW)
4_1_cts            0               0              0.0477
5_1_grt            0               0              0.0517
6_report           0               0              0.0458
==> tightest hold or removal path, delay by kind of cell <==
kind,cells,cell delay (ns)
buffers and inverters,4,0.95
adders and majority gates,1,0.16
==> cells in the mapped netlist, types with 2 or more instances <==
| cell | count |
|---|---|
| sky130_fd_sc_hd__o21ba_2 | 2 |
| sky130_fd_sc_hd__buf_4 | 128 |
| sky130_fd_sc_hd__a31oi_1 | 5 |
| sky130_fd_sc_hd__nand2b_1 | 2 |
| sky130_fd_sc_hd__nor2b_1 | 4 |
| sky130_fd_sc_hd__ha_1 | 128 |
| sky130_fd_sc_hd__nor3_1 | 2 |
| sky130_fd_sc_hd__mux2i_1 | 2 |
| sky130_fd_sc_hd__and2_1 | 2 |
| sky130_fd_sc_hd__nand4_1 | 27 |
| sky130_fd_sc_hd__or3_1 | 3 |
| sky130_fd_sc_hd__a21oi_1 | 10 |
| sky130_fd_sc_hd__inv_1 | 26 |
| sky130_fd_sc_hd__mux2_2 | 5 |
| sky130_fd_sc_hd__o21ai_0 | 10 |
| sky130_fd_sc_hd__a211oi_1 | 2 |
| sky130_fd_sc_hd__and4_1 | 6 |
| sky130_fd_sc_hd__o31ai_1 | 4 |
| sky130_fd_sc_hd__fa_1 | 128 |
| sky130_fd_sc_hd__o21ai_1 | 2 |
| sky130_fd_sc_hd__nand2_1 | 22 |
| sky130_fd_sc_hd__nor2_1 | 16 |
==> path summary, 6_finish.rpt <==
path / to / slack (ns)
worst max-delay path: sum[127] / 14.61
worst min-delay path: sum[127] / 51.27
==> cells by family after synthesis <==
logic type | after synthesis | synth area share
mux | 7 | 0.01256
buf+inv | 154 | 0.1743
compound gates | 44 | 0.04944
fa+ha+maj | 256 | 0.6855
simple gates | 89 | 0.07827
==> metrics by stage <==
stage	std cells	utilization	hold WS [ns]	area (sq um)	total power, mW
2_1_floorplan	550	-	50.37	6075	0.02235
3_3_place_gp	1264	0.2752	51.29	9554	0.04741
3_5_place_dp	1264	0.2752	51.29	9554	0.04710
4_1_cts	1264	0.2752	51.29	9554	0.04770
5_1_grt	1264	0.2752	51.32	9554	0.05167
6_report	1264	0.2752	51.27	9554	0.04583
==> per-layer routing <==
| layer | wire length (microns) | vias to the layer above | GRT usage |
|---|---|---|---|
| met4 | 217 | 4 | 0.006476 |
| met2 | 11720 | 195 | 0.1835 |
| met3 | 1914 | 14 | 0.03427 |
| met5 | 24 | - | 0 |
| li1 | - | 2176 | - |
| met1 | 9291 | 2210 | 0.1327 |
==> placed cells by master (no fill, tap or decap), types with 3 or more instances in the layout <==
cell type	instances
sky130_fd_sc_hd__and4_1	6
sky130_fd_sc_hd__mux2_2	5
sky130_fd_sc_hd__a31oi_1	5
sky130_fd_sc_hd__fa_1	128
sky130_fd_sc_hd__nand2_1	22
sky130_fd_sc_hd__clkdlybuf4s50_1	386
sky130_fd_sc_hd__or3_1	3
sky130_fd_sc_hd__ha_1	128
sky130_fd_sc_hd__a21oi_1	10
sky130_fd_sc_hd__o31ai_1	4
sky130_fd_sc_hd__nor2b_1	4
sky130_fd_sc_hd__o21ai_0	10
sky130_fd_sc_hd__inv_1	26
sky130_fd_sc_hd__nand4_1	27
sky130_fd_sc_hd__nor2_1	16
Power and IR drop assume default switching activity.
