## flow/config.mk

```make
export PLATFORM = sky130hd
export DESIGN_NAME = fetch
export DESIGN_NICKNAME = fetch
export VERILOG_FILES = /design/flow/design.v
export SDC_FILE = /design/flow/constraint.sdc
export NUM_CORES = 4
export LEC_CHECK = 1
export CORE_UTILIZATION = 40
```

## flow/constraint.sdc

```tcl
current_design fetch

set clk_period 4.5
set clk_io_pct 0.2

create_clock -name clk0 -period $clk_period [get_ports {clk}]

set non_clock_inputs [all_inputs -no_clocks]
set_input_delay [expr $clk_period * $clk_io_pct] -clock clk0 $non_clock_inputs
set_output_delay [expr $clk_period * $clk_io_pct] -clock clk0 [all_outputs]
```

## flow/design.v

```verilog
module fetch(
    input clk,               
    input [4:0] a1,        
    input [4:0] a2,
    input  we,                
    input re,
    input [31:0] data_in,
    output reg signed [31:0] data_out  
);
reg [31:0] mem [0:31];     
integer i;
initial begin
    for(i = 0; i < 32; i = i + 1) begin
        mem[i] <= 0;
    end
    mem[1] <= 32'b0_10000001_10010000000000000000000;
    mem[2] <= 32'b1_01111111_10000000000000000000000;
    mem[3] <= 32'b0_10000001_00110000000000000000000;
    mem[4] <= 32'b0_10000001_00110000000000000000001;
    mem[5] <= 32'b0_10000001_00110000000000000000011;
    mem[6] <= 32'b0_10000001_00110000000000000000111;
end
always @(posedge clk) begin
    if (we) begin
        mem[a1] <= data_in;
    end
    if (re) begin
        data_out = mem[a2];
    end
end
endmodule
```

## flow/run.sh

```bash
#!/bin/bash
# OpenROAD 26Q1-2900-gdf79404cd8, Yosys 0.63+post, stock flow scripts
make -C /OpenROAD-flow-scripts/flow DESIGN_CONFIG=/design/flow/config.mk WORK_HOME=/design/flow/orfs finish
```

==> results.ini <==
[clocking]
clk_pin_slew_worst_paths_ns=0.06
post-cts-setup-buffers=0
cts.sinks=1056
cts_hold_buffers=0
clock_path_buffers=3
root_buffer=clkbuf_16
clkLatencyLatePin_ns=0.68
cts_htree_levels=3
ctsResizeCount=0
cts_tree=yes
cts_buffers=101

[worst_hold_path]
worstHoldStart=mem[16][22]$_DFFE_PP_
hold_path.class=reg2reg

[global_routing]
grt_pass1_vias=22100
track_usage_pct=21.2
gr-total-overflow=0
grt_pass1_wl_mm=145
antenna_found_initial=2
grt_max_degree=86

[timing]
max_freq_ghz=0.353
period_needed_ns=2.84
fin_skew_ns=0.0216
tightestPinTransition_ns=0.957
rsz0062_at_grt=false
drv_slew=0
worst_slack_ns=1.66
timing.setup.tns_ns=0
finalHoldViolCount=0
relSlewSlack_pct=36.0
finalSetupViolations=0
fin_crit_sh_pct=63.0

[layout]
final_cell_mix=1056 x edfxtp_1, 512 x mux2i_1, 102 x clkbuf_16
area_growth_pct=15.9
fin_cells=3870
final_layout_size_suffix_gt1_share_pct=11.9
fin_area_mm2=0.0473
layout_top_cell_excl_fill_tap=edfxtp_1

[yosys]
ff_type=edfxtp_1
edf_count=1056
synth_area_mm2=0.0408
largest_area_cell=edfxtp_1
syn_avg_cell_area_um2=18.1
yosysWarnings=1
ys_chip_area_mm2=0.0408
ys_cells=2260
synthArstFlopShare_pct=0
yosysSeqAreaShare_pct=77.7
ys_ff=1056
synth_top_area_share_pct=77.7
synth_cell_type_count=24
synthCells=2260
synthTopCellsByArea=edfxtp_1 78%, mux2i_1 13%, a22oi_1 1.8%, a22o_1 1.4%, nand3_1 1.2%

[power_and_ir_drop]
power_mw=20.3
vdd_drop_max_mv=0.281
leakage_nw=16.2
powerDensity_mw_per_mm2=430

[place]
hpwl_mm=56.1
gp_congestion=0.878
place_ws_ns=0.977
placed_cell_area_mm2=0.0440
io_buffer_count=76
dp_cells=3683

[detailed_routing]
drtIter0Drc=1454
vias=20900
n_antenna_cell=0
routed_via_density=5.40
ant_nets=0
routedWlPerCell_um=25.6
drc=0
drtPass1Iterations=5
routed_wl_mm=99.0

[die]
die-height_um=321
core_mm2=0.101
io_pins=77
initial_core_util_pct=40.6
die_w_um=321
chip_area_mm2=0.103
num_rows=116

[critical_path]
cp-end-kind=flip-flop
crit_type=in2reg
cp-startpoint=a2[3]
cp_max_fo=15
arrival_ns=3.22
crit_required_ns=4.88
worstSetupStartpointType=input pin
r2r-start=mem[1][5]$_DFFE_PP_

[job]
max_cap_violations=0
warnings=26

[run_status]
status=completed

[final timing paths]
path / end / slack (ns) / cells past startpoint
max: data_out[5]$_DFFE_PP_ / 1.66 / 6
min: data_out[22]$_DFFE_PP_ / 0.67 / 4
max reg2reg: data_out[5]$_DFFE_PP_ / 2.81 / 5
min reg2reg: data_out[22]$_DFFE_PP_ / 0.67 / 4
[layer usage]
metal | vias up | part of all wire [%] | track usage (%)
met5 | - | 0.12 | 0.898
li1 | 9365 | - | -
met3 | 138 | 17 | 16.3
met2 | 1253 | 48 | 31.8
met4 | 6 | 2.1 | 3.66
met1 | 10100 | 33 | 24.8
[logic make-up after synthesis]
logic type      Yosys count  share of synthesized area (%)
compound gates          288                           4.81
buf+inv                 127                           1.85
flops                  1056                           77.7
mux                     512                           12.6
simple gates            277                           3.08
[where the power goes]
group          switching (mW)  total, mW  internal [mW]  leakage (nW)
clock                    3.55       8.24           4.69          1.57
combinational           0.679       1.08          0.398          5.08
sequential             0.0437       11.0           11.0          9.54
total                    4.28       20.3           16.1          16.2
[critical path, stage by stage]
cell and delay [ns]:
clkdlybuf4s50_1 0.56, nand2b_2 0.60, buf_4 0.41, a21oi_1 0.08, a31oi_1 0.51, nand3_1 0.14
[registers in the layout, indices dropped and copies added, names as in the netlist]
| register | count |
|---|---|
| mem | 1024 |
| data_out | 32 |
[cell usage after synthesis (2+ instances only)]
master    number
a21oi_1       96
a22o_1        64
a22oi_1       96
a31oi_1       32
buf_1          5
buf_2         26
buf_4         33
buf_6         15
clkbuf_1      46
clkbuf_4       2
edfxtp_1    1056
mux2i_1      512
nand2_1       98
nand2b_1       2
nand3_1       98
nand3b_1       5
nor2_1        34
nor3_1        32
or3b_2         3
[stage by stage]
step / hold slack (ns) / util (%)
detailed placement: 0.663 / 43.8
CTS: 0.681 / 47.0
floorplan: 0.629 / -
global route: 0.720 / 47.0
finish: 0.675 / 47.0
global placement: 0.663 / 43.8
[cell type report]
type / instances / area (um2)
sequential: 1056 / 31700
tap: 1357 / 1700
clock inverter: 63 / 598
fill: 8108 / 53300
timing repair buffer: 193 / 2030
multi-input combinational: 1077 / 8610
clock buffer: 124 / 2640
Power and IR drop assume default switching activity.
